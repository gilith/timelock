<file path="./run.sh">
#!/bin/bash
# OpenROAD 26Q1-2900-gdf79404cd8, Yosys 0.63+post, stock flow scripts
make -C /OpenROAD-flow-scripts/flow DESIGN_CONFIG=/design/flow/config.mk WORK_HOME=/design/flow/orfs finish
</file>
<file path="./config.mk">
export PLATFORM = sky130hd
export DESIGN_NAME = echo
export DESIGN_NICKNAME = echo
export VERILOG_FILES = /design/flow/design.v
export SDC_FILE = /design/flow/constraint.sdc
export NUM_CORES = 4
export LEC_CHECK = 1
export CORE_UTILIZATION = 50
</file>
<file path="./constraint.sdc">
current_design echo

set clk_period 2.7
set clk_io_pct 0.2

create_clock -name clk0 -period $clk_period [get_ports {clk}]

set non_clock_inputs [all_inputs -no_clocks]
set_input_delay [expr $clk_period * $clk_io_pct] -clock clk0 $non_clock_inputs
set_output_delay [expr $clk_period * $clk_io_pct] -clock clk0 [all_outputs]
</file>
<file path="./design.v">
module echo (
    input clk,
    output tx_serial,
    input rx_serial
);
    wire tx_ready;
    reg new_putbyte = 0;
    reg [7:0] putbyte;
    uart_transmitter uart_tx (
        .clk (clk),
        .uart_tx (tx_serial),
        .rx_new_byte (new_putbyte),
        .rx_byte (putbyte),
        .tx_ready (tx_ready)
    );
    wire new_getbyte;
    wire [7:0] getbyte;
    uart_receiver uart_rx (
        .clk (clk),
        .uart_rx (rx_serial),
        .tx_new_byte (new_getbyte),
        .tx_byte (getbyte)
    );
    always @(posedge clk)
    begin
        new_putbyte <= 0;
        if (new_getbyte)
        begin
            if (tx_ready)
            begin
                new_putbyte <= 1;
                putbyte <= getbyte;
            end
        end
    end
endmodule
module uart_receiver # (
	parameter comm_clk_frequency = 100000000,
	parameter baud_rate = 115200
) (
	input clk,
	input uart_rx,
	output reg tx_new_byte = 1'b0,
	output reg [7:0] tx_byte = 8'd0
);
	localparam [15:0] baud_delay = (comm_clk_frequency / baud_rate) - 1;
	wire rx;
	uart_filter uart_fitler_blk (
		.clk (clk),
		.uart_rx (uart_rx),
		.tx_rx (rx)
	);
	reg old_rx = 1'b1, idle = 1'b1;
	reg [15:0] delay_cnt = 16'd0;
	reg [8:0] incoming = 9'd0;
	always @ (posedge clk)
	begin
		old_rx <= rx;
		tx_new_byte <= 1'b0;
		delay_cnt <= delay_cnt + 16'd1;
		if (delay_cnt == baud_delay)
			delay_cnt <= 0;
		if (idle && old_rx && !rx)     
		begin
			idle <= 1'b0;
			incoming <= 9'd511;
			delay_cnt <= 16'd0;    
		end
		else if (!idle && (delay_cnt == (baud_delay >> 1)))
		begin
			incoming <= {rx, incoming[8:1]};     
			if (incoming == 9'd511 && rx)        
				idle <= 1'b1;
			if (!incoming[0])     
			begin
				idle <= 1'b1;
				if (rx)
				begin
					tx_new_byte <= 1'b1;
					tx_byte <= incoming[8:1];
				end
			end
		end
	end
endmodule
module uart_filter (
	input clk,
	input uart_rx,
	output reg tx_rx = 1'b0
);
	reg rx, meta;
	always @ (posedge clk)
		{rx, meta} <= {meta, uart_rx};
	wire sample0 = rx;
	reg sample1, sample2;
	always @ (posedge clk)
	begin
		{sample2, sample1} <= {sample1, sample0};
		if ((sample2 & sample1) | (sample1 & sample0) | (sample2 & sample0))
			tx_rx <= 1'b1;
		else
			tx_rx <= 1'b0;
	end
endmodule
module uart_transmitter # (
	parameter comm_clk_frequency = 100000000,
	parameter baud_rate = 115200
) (
	input clk,
	output uart_tx,
	input rx_new_byte,
	input [7:0] rx_byte,
	output tx_ready
);
	localparam [15:0] baud_delay = (comm_clk_frequency / baud_rate) - 1;
	reg [15:0] delay_cnt = 16'd0;
	reg [9:0] state = 10'd1023, outgoing = 10'd1023;
	assign uart_tx = outgoing[0];
	assign tx_ready = state[0] & ~rx_new_byte;
	always @ (posedge clk)
	begin
		delay_cnt <= delay_cnt + 16'd1;
		if (delay_cnt >= baud_delay)
		begin
			delay_cnt <= 16'd0;
			state <= {1'b1, state[9:1]};
			outgoing <= {1'b1, outgoing[9:1]};
		end
		if (rx_new_byte && state[0])
		begin
			delay_cnt <= 16'd0;
			state <= 10'd0;
			outgoing <= {1'b1, rx_byte, 1'b0};
		end
	end
endmodule
</file>
==> changes_impl.md <==
### Physical design

* Port Buffers at 2
* Worst-skew pair later-pin latency at 0.34 ns
* CTS Root Cell: sky130_fd_sc_hd__clkbuf_8
* Fill cell count at 492
* Type of the setup path with the least slack: reg2reg
* Worst path required time at 2.75 ns
* DR DRC count at 0
* H-Tree Level Count at 3
* Count of buffers added by post-CTS timing repair for setup at 0
* Switching power of the nets at 0.593 mW
* Proportion of power drawn by the clock network at 33.5%
* DRT Pass-1 Iters at 4
* Sequential Area at 1940 µm²
* Max layer used: met4
* Via count of the routed design at 1845
* CTS Hold Bufs at 0
* Die H at 81.0 µm
* Crit. End Element: flop
* Slew Viols, Final at 0
* Effective utilization at floorplan at 52.4%
* Setup Skew at 0.00908 ns
* Net Sw Frac at 23.7%
* Routed wirelength normalized by instance count at 12.4 µm
* Highest-count cells in the layout ignoring fill and taps: sky130_fd_sc_hd__dfxtp_1 (61), sky130_fd_sc_hd__nand2_1 (37), sky130_fd_sc_hd__nor2_1 (33), sky130_fd_sc_hd__edfxtp_1 (24), sky130_fd_sc_hd__xnor2_1 (16)
* Count of non-filler cells in the finished layout at 367
* OpenROAD warning count at 26
* Detailed Route Iter0 Violations at 52
* Final WS setup at 0.803 ns
* Residual antenna-violating net count after detailed routing at 0
* Proportion of layout cells with a drive suffix above 1 at 9.59%
* Number of warnings reported in the yosys synthesis log at 4
* DIE WIDTH at 81.0 µm
* Final total negative setup slack at 0 ns
* Actual transition at the worst max-transition pin at 0.683 ns
* Area used by multi-input combinational logic at 1120 µm²
* # setup viols final at 0
* Antenna diodes at 0
* Total I/O pin count at 3
* Crit start category: flop
* Ys async rst share at 0%
* Maximum number of pins on one net before global-route repair at 18
* Register clock-pin slew on the reported worst setup and hold paths at 0.08 ns
* Most frequent logic cell in the layout: sky130_fd_sc_hd__dfxtp_1
* Total global routing overflow at 0
* Endpoint arrival time on the critical path at 1.95 ns
* Number of max-capacitance violations reported at 0
* Rel. slew slack at 54.5%
* Final clock period utilization by the worst path at 70.3%
* Total chip power at 2.50 mW
* Run status: complete, no violations
* Yosys Chip Area at 3120 µm²
* Inst Count DP at 351
* Global-route usage over all layers at 16.1%
* Avg Vias per Cell at 5.03
* Clock period minus worst slack at 1.90 ns
* Number of instances in the synthesized netlist at 273
* Total cells reported by yosys after synthesis at 273
* Max FO, Critical Path at 12
* Row count at 28
* Post-Route M1 WL at 2240 µm
* Met3 Wirelength at 162 µm
* Final HPWL from detailed placement at 2930 µm
* Predominant post-synthesis flop cell: sky130_fd_sc_hd__dfxtp_1
* Internal power consumption at 1.91 mW
* Setup repair after global routing missed its margin: false
* Met2 Routed Length at 2060 µm
* TritonCTS sink count at 85
* Global-route wire length before repair at 7720 µm
* Hold violation total from the final report at 0
* Buffers from clock root to sink, at most at 2
* Chip area at 6560 µm²
* Leak Pwr at 1.29 nW
* Worst setup slack after placement at 0.815 ns
* Vias in the first global route at 1745
* Final Routed Wirelength at 4540 µm
* Antenna violations before repair at 0
* CTS tree: built
* Share of total power in combinational logic at 7.0%
* Count of flip-flops with a built-in enable after synthesis at 24
* Number of distinct standard cells referenced by the synthesized netlist at 39
* Post-synth design cell area at 3120 µm²
* Average cell area after synthesis at 11.4 µm²
* Area growth from synthesis to final layout at 9.23%
* IR drop worst, VDD at 458 µV
* Power density over cell area at 734 nW/µm²
* Path category of the worst min-delay check: reg2reg
* Count of cells resized by post-cts repair at 0
* Worst slack on hold paths at 0.335 ns
* Maximum clock frequency at 0.527 GHz
* Inserted Clock Buffers at 9
* Share of total power in sequential cells at 59.4%
* Routability cong. at 0.817
* Synthesized flop and latch total at 85
* Area of the core region at 5960 µm²
* Post-synth seq share at 62.3%
==> metal layers <==
metal	GRT usage [%]	up-vias
li1	-	982
met1	24.0	838
met2	24.9	19
met3	5.25	6
met4	2.32	0
met5	0	-
==> worst max-delay path: stages, from the launching register on <==
cell and delay (ns):
sky130_fd_sc_hd__dfxtp_1 0.41, sky130_fd_sc_hd__ha_1 0.16, sky130_fd_sc_hd__nor4bb_1 0.27, sky130_fd_sc_hd__nand4_1 0.14, sky130_fd_sc_hd__buf_4 0.23, sky130_fd_sc_hd__nor3b_1 0.21
sky130_fd_sc_hd__buf_4 0.20
==> cell type report <==
| type | count | share of cell area (%) |
|---|---|---|
| clock buffers | 12 | 3.97 |
| clock inverters | 4 | 1.43 |
| inverters | 5 | 0.551 |
| multi-input cells | 181 | 33.0 |
| flip-flops and latches | 85 | 57.0 |
| well taps | 75 | 2.76 |
| repair buffers | 5 | 1.25 |
==> synth_stat cells, types with 2 or more instances <==
library cell	count	share of area [%]
sky130_fd_sc_hd__nor3_1	5	0.80
sky130_fd_sc_hd__ha_1	3	1.2
sky130_fd_sc_hd__nor4_2	3	1.2
sky130_fd_sc_hd__mux2i_1	9	2.9
sky130_fd_sc_hd__and3_1	2	0.40
sky130_fd_sc_hd__edfxtp_1	24	23
sky130_fd_sc_hd__nor4_1	6	1.2
sky130_fd_sc_hd__nand4_1	5	1.0
sky130_fd_sc_hd__buf_2	2	0.32
sky130_fd_sc_hd__inv_1	4	0.48
sky130_fd_sc_hd__dfxtp_1	61	39
sky130_fd_sc_hd__and4_1	2	0.56
sky130_fd_sc_hd__and2_4	2	0.56
sky130_fd_sc_hd__nand2_1	37	4.5
sky130_fd_sc_hd__nand3_1	11	1.8
sky130_fd_sc_hd__nor3b_1	4	0.96
sky130_fd_sc_hd__o21ai_0	8	1.3
sky130_fd_sc_hd__a22o_1	9	2.5
sky130_fd_sc_hd__a21oi_1	2	0.32
sky130_fd_sc_hd__buf_6	3	1.1
sky130_fd_sc_hd__xor2_1	6	1.7
sky130_fd_sc_hd__xnor2_1	16	4.5
sky130_fd_sc_hd__nor2_1	33	4.0
==> path summary, 6_finish.rpt <==
check                                       startpoint                                 end  cells past startpoint  slack, ns
setup / recovery       uart_rx.delay_cnt[0]$_SDFF_PP0_        uart_rx.tx_byte[2]$_DFFE_PP_                      6       0.80
hold / removal    uart_rx.uart_fitler_blk.meta$_DFF_P_  uart_rx.uart_fitler_blk.rx$_DFF_P_                      0       0.34
setup reg to reg       uart_rx.delay_cnt[0]$_SDFF_PP0_        uart_rx.tx_byte[2]$_DFFE_PP_                      6       0.80
hold reg to reg   uart_rx.uart_fitler_blk.meta$_DFF_P_  uart_rx.uart_fitler_blk.rx$_DFF_P_                      0       0.34
==> registers in the layout (all words and copies together) (netlist names) <==
register                         flops
uart_rx.incoming                     9
uart_rx.idle                         1
uart_rx.old_rx                       1
uart_rx.uart_fitler_blk.tx_rx        1
uart_tx.outgoing                     9
uart_rx.tx_new_byte                  1
uart_rx.uart_fitler_blk.sample1      1
uart_rx.tx_byte                      8
uart_rx.uart_fitler_blk.meta         1
putbyte                              8
uart_tx.state                       10
new_putbyte                          1
uart_rx.delay_cnt                   16
uart_tx.delay_cnt                   16
uart_rx.uart_fitler_blk.sample2      1
uart_rx.uart_fitler_blk.rx           1
==> cell families (layout without fill, tap and decap cells) <==
family,Yosys count,count (layout),synth area share [%]
XOR/XNOR,22,22,6.18
multiplexers,9,9,2.89
flip-flops,85,85,62.3
AND/OR/NAND/NOR,116,116,19.1
AND-OR/OR-AND,24,24,5.70
buffers and inverters,12,26,2.25
other,1,6,0.120
adder cells (fa/ha/maj),4,4,1.53
==> through the flow <==
stage                     instance area [µm²]  util (%)
after floorplan                          3140         -
after global placement                   3220      54.1
after detailed placement                 3220      54.1
after CTS                                3410      57.2
after global routing                     3410      57.2
final                                    3410      57.2
==> power by group through the flow <==
stage	Clock (mW)	Sequential [mW]	Combinational, mW
after CTS	0.874	1.49	0.180
after global routing	0.922	1.50	0.206
final	0.838	1.49	0.176
Power is estimated from default activity; no workload was simulated.
